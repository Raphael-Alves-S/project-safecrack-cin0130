## design.v

```verilog
module safecrack_fsm #(
    parameter int CLOCK_HZ = 50_000_000,
    parameter int LOCK_S   = 10,
    parameter int CODE_LEN = 4
)(
    input  logic        clk,
    input  logic        rst_sw,
    input  logic        KEY0_n,
    input  logic        KEY1_n,
    input  logic        KEY2_n,
    input  logic        KEY3_n,
    output logic [17:0] LEDR,
    output logic [8:0]  LEDG
);
    logic key0, key1, key2, key3;
    assign key0 = ~KEY0_n;
    assign key1 = ~KEY1_n;
    assign key2 = ~KEY2_n;
    assign key3 = ~KEY3_n;
    logic rst_d, rst_q;
    always_ff @(posedge clk) begin
        rst_d <= rst_sw;
        rst_q <= rst_d;
    end
    wire rst_rise = rst_d & ~rst_q;   
    wire rst_on   = rst_d;            
    typedef enum logic [2:0] {
        PROG, READY, ENTRY, VERIFY, UNLOCK, ERROR_P, LOCKOUT
    } state_t;
    state_t state, next;
    logic [3:0] keys_async, keys_sync_d, keys_sync_q;
    assign keys_async = {key3, key2, key1, key0};
    always_ff @(posedge clk) begin
        keys_sync_d <= keys_async;
        keys_sync_q <= keys_sync_d;
    end
    logic [3:0] keys_posedge;
    assign keys_posedge       = keys_sync_d & ~keys_sync_q;
    wire        key_pressed_pulse = |keys_posedge;
    logic [1:0] key_value;
    always_comb begin
        key_value = 2'bxx;
        if      (keys_posedge[0]) key_value = 2'b00;
        else if (keys_posedge[1]) key_value = 2'b01;
        else if (keys_posedge[2]) key_value = 2'b10;
        else if (keys_posedge[3]) key_value = 2'b11;
    end
    logic [CODE_LEN*2-1:0] pass_code, attempt_code;
    logic [$clog2(CODE_LEN+1)-1:0] idx;
    logic [1:0] tries;
    localparam int ERR_PULSE_CYCLES = CLOCK_HZ / 5;
    localparam int LOCK_CYCLES      = CLOCK_HZ * LOCK_S;
    logic [$clog2(ERR_PULSE_CYCLES + 1) - 1:0] err_cnt;
    logic [$clog2(LOCK_CYCLES + 1)      - 1:0] lock_cnt;
    function automatic logic [CODE_LEN*2-1:0] push_digit
    (
        input logic [CODE_LEN*2-1:0] curr,
        input logic [1:0]            dig
    );
        push_digit = {curr[CODE_LEN*2-3:0], dig};
    endfunction
    always_ff @(posedge clk) begin
        if (rst_rise) begin
            state        <= PROG;
            idx          <= '0;
            pass_code    <= '0;
            attempt_code <= '0;
            tries        <= '0;
            err_cnt      <= '0;
            lock_cnt     <= '0;
        end else begin
            state <= next;
            if (state == PROG) begin
                if (key_pressed_pulse && (idx < CODE_LEN)) begin
                    pass_code <= push_digit(pass_code, key_value);
                    idx       <= idx + 1'b1;
                end
            end
            if (state == ENTRY) begin
                if (key_pressed_pulse && (idx < CODE_LEN)) begin
                    attempt_code <= push_digit(attempt_code, key_value);
                    idx          <= idx + 1'b1;
                end
            end
            if (state == VERIFY) begin
                if (attempt_code == pass_code) begin
                    tries <= '0;
                end else if (tries != 2'd3) begin
                    tries <= tries + 1'b1;
                end
            end
            if (state == ERROR_P) begin
                if (err_cnt < ERR_PULSE_CYCLES[$clog2(ERR_PULSE_CYCLES+1)-1:0])
                    err_cnt <= err_cnt + 1'b1;
            end else if (state == LOCKOUT) begin
                if (lock_cnt < LOCK_CYCLES[$clog2(LOCK_CYCLES+1)-1:0])
                    lock_cnt <= lock_cnt + 1'b1;
            end else begin
                err_cnt  <= '0;
                lock_cnt <= '0;
            end
            if ((next == ENTRY) && (state != ENTRY)) begin
                idx          <= '0;
                attempt_code <= '0;
            end
            if ((next == READY) && (state == LOCKOUT)) begin
                tries <= '0;
            end
        end
    end
    always_comb begin
        next = state;
        if (rst_on) begin
            next = PROG;
        end else begin
            unique case (state)
                PROG: begin
                    if (idx == CODE_LEN) next = READY;
                    else                 next = PROG;
                end
                READY:  if (key_pressed_pulse) next = ENTRY;
                ENTRY:  if (idx == CODE_LEN)   next = VERIFY;
                VERIFY: begin
                    if      (attempt_code == pass_code) next = UNLOCK;
                    else if (tries == 2)                next = LOCKOUT;
                    else                                 next = ERROR_P;
                end
                UNLOCK: next = UNLOCK;
                ERROR_P: if (err_cnt >= ERR_PULSE_CYCLES[$clog2(ERR_PULSE_CYCLES+1)-1:0]) next = READY;
                LOCKOUT: if (lock_cnt >= LOCK_CYCLES[$clog2(LOCK_CYCLES+1)-1:0])          next = READY;
                default: next = PROG;
            endcase
        end
    end
    localparam int ERR_CNT_MSB = $bits(err_cnt) - 1;
    always_comb begin
        LEDR = '0;
        LEDG = '0;
        if ((state == PROG) || (state == ENTRY)) begin
            unique case (idx)
                0:       LEDG[3:0] = 4'b0000;
                1:       LEDG[3:0] = 4'b0001;
                2:       LEDG[3:0] = 4'b0011;
                3:       LEDG[3:0] = 4'b0111;
                default: LEDG[3:0] = 4'b1111;
            endcase
        end
        if (state == UNLOCK)  LEDG[6] = 1'b1;
        if (state == ERROR_P) LEDR[0] = err_cnt[ERR_CNT_MSB];
        if (state == LOCKOUT) LEDR[5] = 1'b1;
        if (state == PROG)    LEDG[7] = 1'b1;
		  if (tries == 1)  LEDR[1] = 1'b1;
		  if (tries == 2)  LEDR[2] = 1'b1;
		  if (tries == 3)  LEDR[3] = 1'b1;
    end
endmodule
```

## run.sh

```bash
#!/bin/bash
# OpenROAD 26Q1-2900-gdf79404cd8, Yosys 0.63+post, stock flow scripts
make -C /OpenROAD-flow-scripts/flow DESIGN_CONFIG=/design/flow/config.mk WORK_HOME=/design/flow/orfs finish
```

## config.mk

```make
export PLATFORM = sky130hd
export DESIGN_NAME = safecrack_fsm
export DESIGN_NICKNAME = safecrack_fsm
export VERILOG_FILES = /design/flow/design.v
export SDC_FILE = /design/flow/constraint.sdc
export NUM_CORES = 4
export LEC_CHECK = 1
export CORE_UTILIZATION = 50
```

## constraint.sdc

```tcl
current_design safecrack_fsm

set clk_period 4.6
set clk_io_pct 0.2

create_clock -name clk0 -period $clk_period [get_ports {clk}]

set non_clock_inputs [all_inputs -no_clocks]
set_input_delay [expr $clk_period * $clk_io_pct] -clock clk0 $non_clock_inputs
set_output_delay [expr $clk_period * $clk_io_pct] -clock clk0 [all_outputs]
```

==> results.cfg <==
; flow metrics
[route]
first_iter_violations = 189
ant_nets = 0
antennaDiodeCount = 0
vias_per_cell = 5.57
vias = 3968
wl_um = 10400
wl_per_cell_um = 14.6
route.detailed.drc = 0
firstDrtPassIters = 4

[timing]
fmax_mhz = 342
setup_tns_ns = 0
min_period_over_period_pct = 63.6
period_needed_ns = 2.93
rsz0062_at_grt = false
setup_viol = 0
worstMarginPinSlew_ns = 0.839
finalHoldViolCount = 0
clock_skew_ns = 0.00884
maxSlewViolCount = 0
slew_headroom_pct = 43.3

[setup_path]
timing.rr.end = attempt_code[7]
ff2ff_path_depth = 6
cp_num_buf_inv = 2
cp_common_cell = nor3_1
crit_path_max_fanout = 4
worstSetupEndpoint = LEDG[3]
cp_cell_sequence = inv_1 -> ha_1 -> nor3_1 -> nor2_1 -> nor3_1 -> clkdlybuf4s50_1
cp.required_ns = 3.68
cp-end-kind = primary output
rr_startpoint = lock_cnt[9]
critical_path_depth = 6
cp.arrival_ns = 2.01
critPathMaxStageDelay_ns = 0.49
cp_slowest_cell = clkdlybuf4s50_1
rrSetupSlack_ns = 2.01
startpoint_type = flop
cp-startpoint = idx[0]
crit_type = reg2out
crit_family = buffers and inverters

[clock_network]
cts_tree = yes
postCtsHoldBufs = 0
htreeDepth = 3
cts.sinks = 94
cts_inserted_buffers = 9
cts_buffer_depth = 2
clkTransAtPathRegs_ns = 0.09
clock_latency_ns = 0.36
cts-root-buf = clkbuf_8
cts-resized-gates = 0
postCtsSetupRepairBufs = 0

[floorplan]
dieArea_um2 = 10200
io_pins = 33
die_x_um = 101
die_y_um = 101
fp_util_pct = 52.2
core_area_um2 = 9370
num_rows = 35

[placement]
place.gp.congestion = 0.864
port_buffers = 16
dp_hpwl_um = 7150

[synthesis]
postSynthSeqShare_pct = 38.5
synth.distinct_cells = 65
syn_area_per_cell_um2 = 8.47
yosysTopAreaCell = dfxtp_1
yosys_warnings = 1
synth-main-ff-cell = dfxtp_1
yosysMostFrequentCell = dfxtp_1
synth_stat.cells = 577
topCellsByArea = dfxtp_1, nand2_1, nor2_1, a21oi_1, ha_1
ys_area_um2 = 4890
syn_inst = 577
yosysTopAreaCellShare_pct = 38.5
synth-edff-count = 0
synth_flops = 94
synthArstFlopShare_pct = 0
netlist_area_um2 = 4890
top_cells_by_count = dfxtp_1, nand2_1, nor2_1, a21oi_1, inv_1

[global_routing]
overflow = 0
grt_max_degree = 38
grt_pass1_wl_um = 17600
grt_usage_pct = 22.4
antenna_found_initial = 0
grt_pass1_vias = 3611

[status]
status = finished clean

[finish]
layout-drive-gt1-share_pct = 7.88
seq_area_um2 = 1880
utilization_pct = 56.4
logic_area_um2 = 2700
syn2layout_area_growth_pct = 8.14
nFillCells = 858

[power_and_ir_drop]
powerDensity_nw_per_um2 = 379
cellLeakagePower_nw = 1.92
ir_drop_mv = 0.373

[job]
openroad.warnings = 34
cap_violations = 0

[min_path]
hold_class = reg2reg
## through the flow
step	setup slack, ns	instance area, um2	power [mW]	hold WS, ns	instances
after floorplan	2.45	4950	1.24	0.332	592
after global placement	2.06	5040	1.35	0.340	697
after detailed placement	2.01	5040	1.36	0.343	697
after CTS	1.65	5290	2.03	0.359	713
after global routing	1.53	5290	2.12	0.368	713
final	1.67	5290	2.00	0.357	713
## state kept, by name (all words and copies together), names as in the netlist, named ones only
register      cells
attempt_code      8
err_cnt          24
idx               3
keys_sync_d       4
keys_sync_q       4
lock_cnt         29
pass_code         8
rst_d             1
rst_q             1
state             7
tries             2
## where the power goes
part | leakage, nW | switching [mW] | total [mW] | internal (mW)
sequential | 0.764 | 0.0618 | 0.932 | 0.870
combinational | 1.04 | 0.209 | 0.405 | 0.196
clock | 0.120 | 0.290 | 0.667 | 0.377
total | 1.92 | 0.561 | 2.00 | 1.44
## logic make-up after synthesis
family,share of synthesized area [%]
and+or+nand+nor,24.8
AOI/OAI and AO/OA,18.3
DFF,38.5
buffers and inverters,7.47
xor gates and xnor gates,4.48
muxes,3.30
adders and majority gates,3.07
other,0.0767
## layer usage
layer	routed length [um]	track usage [%]
met1	5170	33.9
met2	4700	36.2
met3	406	3.60
met4	116	1.90
met5	0	0
## worst min path at each step
stage,start,to,depth (start not counted)
after CTS,keys_sync_d[0],keys_sync_q[0],0
after global routing,keys_sync_d[1],keys_sync_q[1],0
final,keys_sync_d[3],keys_sync_q[3],0
## placed cells by master, fill, tap and decap left out, types with 4 or more instances in the layout
cell type,count
dfxtp_1,94
nand2_1,59
nor2_1,55
a21oi_1,41
inv_1,27
nand3_1,22
nand4_1,19
conb_1,16
clkdlybuf4s50_1,16
o21ai_0,15
mux2i_1,15
xnor2_1,14
or3_1,12
ha_1,12
nor3_1,11
xor2_1,11
clkbuf_8,10
nor4_1,9
a211oi_2,9
o211ai_1,8
a31oi_1,7
and3_1,7
nand2b_1,7
or4_1,7
a31o_2,7
o31ai_1,6
and2_1,5
buf_4,4
## final cells by class
type                    instances  share of cell area, %
clock buffers                  11                   2.67
multi-input cells             426                   51.1
flip-flops and latches         94                   35.6
clock inverters                 5                   2.01
inverters                      28                   1.99
well taps                     129                   3.05
repair buffers                 20                   3.60
## worst reg2reg max path, delay by kind of cell, from the launching register on
kind | cells | cell delay, ns
AOI/OAI and AO/OA | 6 | 2.09
DFF | 1 | 0.37
No activity file was given, so power comes from the tool's default toggle rates.
